==> design/flow/design.v <==
module SIPO(
    input  wire         rst_n,        
    input  wire         data_tx,        
    input  wire         baud_clk,      
    output wire         active_flag,    
    output wire         recieved_flag,  
    output wire  [10:0] data_parll   
);
reg [10:0] temp, data_parll_temp;
reg [3:0]  frame_counter, stop_count;
reg [1:0]  next_state;
localparam IDLE   = 2'b00,
           CENTER = 2'b01,
           FRAME  = 2'b11,
           GET    = 2'b10;
always @(posedge baud_clk, negedge rst_n) begin
  if (!rst_n) begin
    next_state    <= IDLE;
    stop_count    <= 4'd0;
    frame_counter <= 4'd0;
    temp          <= {11{1'b1}};
  end
  else begin
    case (next_state)
      IDLE : 
      begin
        temp          <= {11{1'b1}};
        stop_count    <= 4'd0;
        frame_counter <= 4'd0;
        if(~data_tx) begin
          next_state  <= CENTER;
        end
        else begin
          next_state  <= IDLE;
        end
      end
      CENTER : 
      begin
        if(stop_count == 4'd6) begin
          stop_count     <= 4'd0;
          next_state     <= GET;
        end
        else begin
          stop_count  <= stop_count + 4'b1;
          next_state  <= CENTER;
        end
      end
      FRAME :
      begin
        temp <= data_parll_temp;
        if(frame_counter == 4'd10) begin
          frame_counter <= 4'd0;
          next_state    <= IDLE;
        end
        else begin
          if(stop_count == 4'd14) begin
            frame_counter  <= frame_counter + 4'b1;
            stop_count     <= 4'd0; 
            next_state     <= GET;
          end
          else begin
            frame_counter  <= frame_counter;
            stop_count     <= stop_count + 4'b1;
            next_state     <= FRAME;
          end
        end
      end
      GET : begin 
        next_state     <= FRAME;
        temp           <= data_parll_temp;
      end
    endcase
  end
end
always @(*) begin
  case (next_state)
    IDLE, CENTER, FRAME: data_parll_temp  = temp;
    GET : begin
      data_parll_temp    = temp >> 1;
      data_parll_temp[10] = data_tx;
    end
  endcase
end
assign data_parll    = recieved_flag? data_parll_temp : {11{1'b1}};
assign recieved_flag = (frame_counter == 4'd10);
assign active_flag   = !recieved_flag;
endmodule
==> design/flow/run.sh <==
#!/bin/bash
# OpenROAD 26Q1-2900-gdf79404cd8, Yosys 0.63+post, stock flow scripts
make -C /OpenROAD-flow-scripts/flow DESIGN_CONFIG=/design/flow/config.mk WORK_HOME=/design/flow/orfs finish
==> design/flow/config.mk <==
export PLATFORM = sky130hd
export DESIGN_NAME = SIPO
export DESIGN_NICKNAME = SIPO
export VERILOG_FILES = /design/flow/design.v
export SDC_FILE = /design/flow/constraint.sdc
export NUM_CORES = 4
export LEC_CHECK = 1
export CORE_AREA = 10 10 103 103
export DIE_AREA = 0 0 113 113
==> design/flow/constraint.sdc <==
current_design SIPO

set clk_period 3.5
set clk_io_pct 0.2

create_clock -name clk0 -period $clk_period [get_ports {baud_clk}]

set non_clock_inputs [all_inputs -no_clocks]
set_input_delay [expr $clk_period * $clk_io_pct] -clock clk0 $non_clock_inputs
set_output_delay [expr $clk_period * $clk_io_pct] -clock clk0 [all_outputs]
==> run_results.csv <==
group,metric,value,unit
status,status,"finished, final reports clean",
detailed_routing,drtAntennaViolNets,0,
synth,yosys_warnings,1,
synth,yosysChipArea,0.00129,mm^2
clock_network,cts_tree,"built",
placement,hpwl,1900,um
critical_path,crit_type,"reg -> out",
global_routing,grt_max_degree,35,
sta,period_needed,2.80,ns
critical_path,path_delay_family,"buffers and inverters",
synth,ys_sh_mux,0.0155,
clock_network,cts.htree.levels,1,
critical_path,cp.required,2.80,ns
sta,timing.setup.tns,0,ns
floorplanning,rows,33,
power,p_comb_frac,0.263,
critical_path,max_stage_delay,0.45,ns
floorplanning,die_area,0.0128,mm^2
synth,yosys.stat.seqShare,0.456,
sta,fin_skew,0.00139,ns
critical_path,cp.arrival,2.10,ns
synth,syn_inst,142,
power,clock_power_share,0.221,
placement,io_buffers,15,
placement,placed_cell_area,0.00154,mm^2
critical_path,endpoint_kind,"primary output",
sta,finalSetupViolations,0,
clock_network,clk_pin_slew,0.08,ns
clock_network,cts_buffer_depth,2,
cells_and_area,drive_gt1_frac,0.155,
critical_path,cp_slowest_cell,"clkdlybuf4s50_1",
detailed_routing,dr.pass1.iters,4,
clock_network,cts-hold-fix-buffers,0,
detailed_routing,drtIter0Drc,49,
synth,syn_area_per_cell,9.11,um^2
synth,syn_area,0.00129,mm^2
min_path,hp-class,"reg -> reg",
sta,relSlewSlack,0.718,
critical_path,r2r_slack,1.92,ns
detailed_routing,routed_wl,2590,um
detailed_routing,drc_errors,0,
power,p_switching,253,uW
cells_and_area,num-fill-cells,910,
power,switching_share,0.340,
floorplanning,die_x,113,um
global_routing,grt.total_usage,0.0408,
clock_network,clk_latency,0.26,ns
run,warnings,27,
sta,worst_slack,0.705,ns
detailed_routing,vias,999,
floorplanning,core_area,0.00830,mm^2
power,total_power,743,uW
synth,top_logic_kind,"AND-OR/OR-AND gates",
power,p_int,490,uW
min_path,min_from,"temp[3]",
power,pwr-share-seq,0.516,
power,power_density,468,mW/mm^2
critical_path,r2r-end,"stop_count[2]",
synth,ys_sh_simple,0.156,
critical_path,cpMostUsedCell,"inv_1",
clock_network,cts_root_buf,"clkbuf_8",
synth,fa_ha_area_frac,0.0387,
critical_path,ff2ff_path_depth,6,
clock_network,clock_sinks,23,
sta,fmax,358,MHz
power,leakage,0.687,nW
floorplanning,ioPinCount,16,
clock_network,cts_setup_buffers,0,
min_path,hold_depth,2,
synth,ys_types,36,
cells_and_area,area_growth_syn_to_layout,22.6,%
global_routing,grt_pass1_vias,967,
clock_network,cts_buffers,3,
floorplanning,initial_utilization,0.156,
sta,hold_viol,0,
global_routing,grt_pass1_wl,4610,um
placement,pre_cts_ws,0.962,ns
global_routing,overflow,0,
sta,worstMarginPinSlew,0.422,ns
synth,ys_cells,142,
detailed_routing,detail_route.wl_per_cell,9.97,um
placement,gp_congestion,0.764,
cells_and_area,finalInstanceArea,0.00159,mm^2
critical_path,worstReg2RegStart,"stop_count[0]",
critical_path,cp-start-kind,"flip-flop",
synth,xor_area_frac,0.0135,
global_routing,grt_antenna_before_repair,0,
critical_path,crit_buf_inv,3,
sta,final_max_slew_viol_count,0,
synth,ys_ff,23,
power,peakVddDrop,317,uV
sta,rsz0062_at_grt,"false",
clock_network,cts.repair.resized,0,
floorplanning,die_height,113,um
synth,compound_area_frac,0.229,
detailed_routing,vias_per_cell,3.84,
critical_path,cp_max_fo,12,
sta,fin_crit_sh,0.799,
min_path,hold_path_end,"temp[2]",
critical_path,path_cells,"inv_1 -> ha_1 -> nand3b_2 -> inv_1 -> o211ai_1 -> clkdlybuf4s50_1",
run,drv_cap,0,
detailed_routing,antenna_cells_inserted,0,
==> worst max path at each step <==
stage | startpoint | to | slack [ns] | cells after the start
4_1_cts | frame_counter[0] | data_parll[1] | 0.68 | 6
5_1_grt | frame_counter[0] | data_parll[1] | 0.52 | 6
6_report | frame_counter[0] | data_parll[1] | 0.70 | 6
==> layout make-up <==
cell class	count	area, um^2	area share
sequential	23	591	0.372
multi-input combinational	93	586	0.369
tap	105	131	0.0828
clock buffer	3	41.3	0.0260
clock inverter	1	5.00	0.00315
timing repair buffer	17	165	0.104
inverter	18	67.6	0.0426
==> placed cells by master (no fill, tap or decap), types with 2 or more instances in the layout <==
| master | netlist | routed |
|---|---|---|
| a21oi_1 | 13 | 13 |
| clkbuf_8 | 1 | 3 |
| xnor2_1 | 2 | 2 |
| o21ai_0 | 4 | 4 |
| inv_1 | 17 | 17 |
| nor2_1 | 13 | 13 |
| buf_4 | 0 | 2 |
| o211ai_1 | 10 | 10 |
| clkdlybuf4s50_1 | 0 | 15 |
| ha_1 | 4 | 4 |
| mux2i_1 | 2 | 2 |
| nand3_1 | 4 | 4 |
| o32ai_1 | 2 | 2 |
| a21o_1 | 3 | 3 |
| nand2_1 | 18 | 18 |
| and3_1 | 2 | 2 |
| dfrtp_1 | 11 | 11 |
| dfstp_2 | 12 | 12 |
==> power by group through the flow <==
stage	logic (mW)	registers, mW	clock network (mW)
finish	0.196	0.383	0.164
CTS	0.199	0.383	0.171
global route	0.226	0.394	0.182
==> flip-flops by register name, indices dropped and copies added, names as in the netlist <==
register,cells
frame_counter,4
stop_count,4
next_state,4
temp,11
==> per-layer routing <==
metal / vias to the layer above / track usage / share of wire
li1: 511 / - / -
met2: 19 / 0.0664 / 0.46
met1: 467 / 0.0550 / 0.47
met4: 0 / 0.00592 / 0.015
met5: - / 0 / 0
met3: 2 / 0.00962 / 0.049
==> logic make-up after synthesis <==
kind of cell               after synthesis
AOI/OAI and AO/OA                       41
adders and majority gates                4
xor gates and xnor gates                 2
DFF                                     23
muxes                                    2
buffers and inverters                   26
and+or+nand+nor                         44
==> through the flow <==
stage                     instances   util  hold WS, ns
final                           260  0.191        0.498
after global routing            260  0.191        0.515
after CTS                       260  0.191        0.501
after detailed placement        256  0.186        0.489
after global placement          256  0.186        0.487
after floorplan                 142      -        0.404
==> Yosys cell counts <==
library cell   n  area [um^2]
nand3_1        4         20.0
nand2_1       18         67.6
ha_1           4         50.1
o21bai_2       1         11.3
o22ai_1        1         6.26
nand3b_2       1         11.3
o32ai_1        2         17.5
nand4b_1       1         8.76
clkbuf_8       1         13.8
nand2b_1       1         6.26
and3_1         2         12.5
a21o_2         1         8.76
inv_1         17         63.8
o21a_1         1         7.51
o21ai_0        4         20.0
clkinv_1       1         3.75
xnor2_1        2         17.5
dfrtp_1       11          275
dfstp_2       12          315
buf_2          2         10.0
a21o_1         3         22.5
nor2_1        13         48.8
a2111oi_1      1         10.0
o311ai_2       1         16.3
or2_0          1         6.26
o41ai_1        1         8.76
clkbuf_1       4         15.0
o21bai_1       1         7.51
o211ai_1      10         75.1
nand4_1        1         6.26
or2_4          1         8.76
nor3_1         1         5.00
a21oi_1       13         65.1
o22ai_4        1         20.0
buf_6          1         11.3
mux2i_1        2         20.0
==> worst reg2reg max path, cell delays in order, from the launching register on <==
cell and delay (ns):
dfrtp_1 0.42, inv_1 0.06, ha_1 0.23, nand2_1 0.13, o21ai_0 0.13, a2111oi_1 0.43
a21o_1 0.13
Power figures rest on the tool's default switching activity, not on a simulated workload.
