--- design/flow/config.mk ---
export PLATFORM = sky130hd
export DESIGN_NAME = BaudGenR
export DESIGN_NICKNAME = BaudGenR
export VERILOG_FILES = /design/flow/design.v
export SDC_FILE = /design/flow/constraint.sdc
export NUM_CORES = 4
export LEC_CHECK = 1
export CORE_AREA = 10 10 84 84
export DIE_AREA = 0 0 94 94
--- design/flow/constraint.sdc ---
current_design BaudGenR

set clk_period 5.5
set clk_io_pct 0.2

create_clock -name clk0 -period $clk_period [get_ports {clk}]

set non_clock_inputs [all_inputs -no_clocks]
set_input_delay [expr $clk_period * $clk_io_pct] -clock clk0 $non_clock_inputs
set_output_delay [expr $clk_period * $clk_io_pct] -clock clk0 [all_outputs]
--- design/flow/design.v ---
`timescale 1ns/1ps
module BaudGenR(
    input wire         rst_n,    
    input wire         clk,       
    input wire  [1:0]  baud_rate,   
    output reg         baud_clk   
);
reg [9:0]  final_value;
reg [9:0]  clk_ticks;  
localparam BAUD24      = 2'b00,
           BAUD48      = 2'b01,
           BAUD96      = 2'b10,
           BAUD192     = 2'b11;
always @(*) 
begin
    case (baud_rate)
      BAUD24: final_value  = 10'd651;  
      BAUD48: final_value  = 10'd326;  
      BAUD96: final_value  = 10'd163;  
      BAUD192: final_value = 10'd81;  
      default: final_value = 10'd163;  
    endcase
end
always @(negedge rst_n, posedge clk) 
begin
  if(!rst_n) 
    begin
      clk_ticks   <= 10'd0;
      baud_clk      <= 1'b0;
    end
  else 
    begin
      if(clk_ticks == final_value)
      begin
        baud_clk      <= ~baud_clk;
        clk_ticks   <= 10'd0;
      end
      else 
      begin
        clk_ticks   <= clk_ticks + 1'd1;
        baud_clk      <= baud_clk;
      end
    end
end
endmodule
--- design/flow/run.sh ---
#!/bin/bash
# OpenROAD 26Q1-2900-gdf79404cd8, Yosys 0.63+post, stock flow scripts
make -C /OpenROAD-flow-scripts/flow DESIGN_CONFIG=/design/flow/config.mk WORK_HOME=/design/flow/orfs finish
==> impl_metrics.env <==
# flow metrics
export IMPL_rr_endpoint="baud_clk"
export IMPL_fp_row_count=26
export IMPL_warning_count=25
export IMPL_cts_max_level=1
export IMPL_cpPeakStageDelay_ps=670
export IMPL_outcome="complete, no violations"
export IMPL_core_sq_um=5200
export IMPL_drc=0
export IMPL_worstSkewPairLatency_ps=230
export IMPL_maxSlewViolCount=0
export IMPL_flop_cell="dfrtp_1"
export IMPL_path_max_fanout=11
export IMPL_maxCapViolations=0
export IMPL_rsz0062_at_grt="false"
export IMPL_ys_flops=11
export IMPL_crit_start="baud_rate[1]"
export IMPL_pwr_share_clk_pct=46.8
export IMPL_instances_no_fill=140
export IMPL_hold_path_endpoint="baud_clk"
export IMPL_regToRegStartpoint="clk_ticks[4]"
export IMPL_via_per_inst=3.26
export IMPL_p_comb_share_pct=4.4
export IMPL_grt_use_total_pct=2.94
export IMPL_ctsRootBufferMaster="clkbuf_8"
export IMPL_setup_viol=0
export IMPL_cpMaxStageDelayCell="clkdlybuf4s50_1"
export IMPL_yosysChipArea_sq_um=662
export IMPL_fin_area_sq_um=800
export IMPL_first_iter_violations=29
export IMPL_synth_cells=67
export IMPL_fin_crit_sh_pct=52.8
export IMPL_critPathTopFamily="AND-OR/OR-AND gates"
export IMPL_cts_tree="done"
export IMPL_fin_total_pwr_mw=0.166
export IMPL_critPathKind="input pin to flip-flop"
export IMPL_critPathArrivalTime_ps=2980
export IMPL_layout_min_cycle_time_ps=2910
export IMPL_clock_path_buffers=2
export IMPL_grt_pass1_wl_microns=2160
export IMPL_synth_async_reset_ratio_pct=100
export IMPL_layout_setup_ws_ps=2590
export IMPL_ys_seq_share_pct=41.6
export IMPL_cts_hold_buf=0
export IMPL_yosys_cells=67
export IMPL_grt_pass1_vias=481
export IMPL_min_from="baud_clk"
export IMPL_overflow=0
export IMPL_power_switching_mw=0.0313
export IMPL_wire_per_inst_microns=8.43
export IMPL_via_count=456
export IMPL_fp_utilization_pct=12.7
export IMPL_syn_avg_cell_area_sq_um=9.88
export IMPL_diodes=0
export IMPL_setup_tns_ps=0
export IMPL_power_leakage_nw=0.271
export IMPL_critPathLaunchType="input pin"
export IMPL_ant_nets=0
export IMPL_gp_congestion=0.754
export IMPL_worstMarginPinSlew_ps=743
export IMPL_dpl_cell_count=136
export IMPL_hold_class="flip-flop to flip-flop"
export IMPL_crit_required_ps=5580
export IMPL_reg2reg_depth=5
export IMPL_cts_setup_buffers=0
export IMPL_areaGrowthSynthToFinish_pct=20.8
export IMPL_yosysWarnings=1
export IMPL_ys_types=30
export IMPL_dr_pass1_iters=3
export IMPL_dpl_hpwl_microns=880
export IMPL_io_buffers=4
export IMPL_clock_sinks=11
export IMPL_p_sw_share_pct=18.8
export IMPL_synth_area_sq_um=662
export IMPL_reg2reg_slack_ps=3620
export IMPL_antenna_found_initial=0
export IMPL_clock_skew_ps=1.94
export IMPL_endpoint_kind="flip-flop"
export IMPL_p_seq_share_pct=48.9
export IMPL_path_cells="clkdlybuf4s50_1 -> nand2b_1 -> a21oi_1 -> o221ai_1 -> a2111oi_4 -> xor2_2"
export IMPL_die_h_microns=94
export IMPL_power_density_nw_per_um2=208
export IMPL_place_ws_ps=2370
export IMPL_vdd_ir_drop_max_mv=0.0518
export IMPL_slew_headroom_pct=50.5
export IMPL_synth_edff_count=0
export IMPL_cts_inserted_buffers=3
export IMPL_die_w_microns=94
export IMPL_grt_max_degree=12
export IMPL_totalWireLength_microns=1180
export IMPL_timing_fmax_mhz=344
export IMPL_hold_viol_final=0
export IMPL_crit_buf_inv=1
export IMPL_place_area_sq_um=754
export IMPL_intPower_mw=0.135
export IMPL_clkTransAtPathRegs_ps=50
export IMPL_dieArea_sq_um=8840
export IMPL_num_io_pins=5
export IMPL_whs_path_depth=1
export IMPL_cts_resized=0
export IMPL_drive_gt1_share_pct=11.4
-- cell usage in the layout, fill, tap and decap left out --
master,instances
xnor2_1,5
nor2_1,14
inv_1,1
nor2b_4,1
o211ai_1,1
nor3_1,1
xor2_1,3
o22ai_1,1
a211oi_1,1
a21oi_1,1
a32oi_1,1
nor2b_1,1
inv_2,1
clkbuf_1,1
nand4_1,1
nand3_1,6
nand2_1,1
clkdlybuf4s50_1,4
a31oi_1,1
nand2b_1,2
dfrtp_1,11
a2111oi_4,1
clkbuf_8,3
ha_1,1
o221ai_1,1
nor4b_2,1
xor2_2,1
nor4_1,1
nand4b_1,1
o21a_1,1
-- synthesized netlist by cell type (2+ instances only) --
| library cell | n | area [sq um] |
|---|---|---|
| buf_6 | 2 | 22.5 |
| clkbuf_1 | 2 | 7.51 |
| dfrtp_1 | 11 | 275 |
| nand2b_1 | 2 | 12.5 |
| nand3_1 | 6 | 30.0 |
| nor2_1 | 14 | 52.6 |
| xnor2_1 | 5 | 43.8 |
| xor2_1 | 3 | 26.3 |
-- worst max-delay path by stage --
stage | cells after the start | slack [ps] | endpoint
CTS | 6 | 2590 | baud_clk
global route | 6 | 2410 | clk_ticks[5]
finish | 6 | 2590 | baud_clk
-- layout make-up --
class | instances | area (sq um)
Timing Repair Buffer | 4 | 40.0
Sequential cell | 11 | 275
Clock buffer | 4 | 45.0
Fill cell | 601 | 4410
Inverter | 2 | 7.51
Tap cell | 70 | 87.6
Multi-Input combinational cell | 49 | 344
-- kinds of logic (layout without fill, tap and decap cells) --
kind of cell | count (synthesis) | count (layout) | share of synthesized area (%)
simple gates | 30 | 30 | 24.2
flops | 11 | 11 | 41.6
compound gates | 9 | 9 | 12.9
xor+xnor | 9 | 9 | 13.0
buf+inv | 7 | 10 | 6.43
fa+ha+maj | 1 | 1 | 1.89
-- per-layer routing --
| metal | track usage (%) | wire length (microns) | vias to the layer above |
|---|---|---|---|
| met3 | 1.62 | 86 | 0 |
| met1 | 4.06 | 627 | 216 |
| met4 | 0.506 | 0 | 0 |
| met2 | 3.97 | 466 | 4 |
| met5 | 0 | 0 | - |
| li1 | - | - | 236 |
-- sequential cells by signal, summed over array words and instances, names as in the netlist --
name       flops
baud_clk       1
clk_ticks     10
-- per-stage QoR --
stage               hold WS, ps  util, %
global route                544     15.4
detailed placement          505     14.5
finish                      516     15.4
CTS                         527     15.4
floorplan                   460        -
global placement            504     14.5
-- power groups by stage --
stage / clock network [mW] / logic [mW] / registers, mW
4_1_cts: 0.0807 / 0.00747 / 0.0811
5_1_grt: 0.0844 / 0.00809 / 0.0810
6_report: 0.0777 / 0.00726 / 0.0812
Power figures rest on the tool's default switching activity, not on a simulated workload.
